===== design/flow/run.sh =====
#!/bin/bash
# OpenROAD 26Q1-2900-gdf79404cd8, Yosys 0.63+post, stock flow scripts
make -C /OpenROAD-flow-scripts/flow DESIGN_CONFIG=/design/flow/config.mk WORK_HOME=/design/flow/orfs finish

===== design/flow/config.mk =====
export PLATFORM = sky130hd
export DESIGN_NAME = address_generator
export DESIGN_NICKNAME = address_generator
export VERILOG_FILES = /design/flow/design.v
export SDC_FILE = /design/flow/constraint.sdc
export NUM_CORES = 4
export LEC_CHECK = 1
export CORE_AREA = 10 10 100 100
export DIE_AREA = 0 0 110 110

===== design/flow/constraint.sdc =====
current_design address_generator

set clk_period 10.2
set clk_io_pct 0.2

create_clock -name clk0 -period $clk_period

set non_clock_inputs [all_inputs -no_clocks]
set_input_delay [expr $clk_period * $clk_io_pct] -clock clk0 $non_clock_inputs
set_output_delay [expr $clk_period * $clk_io_pct] -clock clk0 [all_outputs]

===== design/flow/design.v =====
`timescale 1ns / 1ps
module adder(
	input [31:0] inp1, inp2,
	output [31:0] out
	);
	assign out = inp1 + inp2;
endmodule
`timescale 1ns / 1ps
module address_generator(adr_branch, hit, Add_in, PCSrc, Ins_address, Add_out);
	input PCSrc, hit;
	input [31:0] adr_branch, Add_in;
	output [31:0] Ins_address, Add_out;
	wire [31:0] temp_add_out;
	reg [31:0] add = 1;
	always @(hit)
	begin
		if(hit == 0)
			add <= 0;
		else
			add <= 1;
	end
	adder adder_instance (
		 .inp1(Add_in), 
		 .inp2(add), 
		 .out(temp_add_out)
		 );
	mux2_1 mux2_1_instance (
		 .sel(PCSrc), 
		 .a(temp_add_out), 
		 .b(adr_branch), 
		 .out(Ins_address)
		 );
	assign Add_out = temp_add_out;
endmodule
`timescale 1ns / 1ps
module mux2_1(sel , a, b, out);
	input sel;
	input [31:0]  a, b;
	output reg [31:0] out;
	always @(sel, a, b)
	begin
		if(sel == 0)
			out <= a;			 
		else
			out <= b;
	end
endmodule

==> out/metrics.sh <==
LAST_WEIGHTED_CONGESTION_VALUE_OF_THE_ROUTABILITY_DRIVEN_PLACER=0.820
CRIT_END_CATEGORY='output pin'
NUM_IO_PINS=130
FLOORPLAN.DIE_AREA_MM2=0.0121
REQUIRED_TIME_OF_THE_CRITICAL_PATH_NS=8.16
CATEGORY_OF_THE_WORST_SETUP_PATH_LAUNCH_POINT='primary input'
SYNTH_AREA_LEADER_CELL='mux2_2'
WORSTMARGINPINSLEW_NS=0.661
CTS-HOLD-FIX-BUFFERS=0
NUMBER_OF_ANTENNA_VIOLATIONS_AT_THE_FIRST_CHECK_IN_GLOBAL_ROUTING=0
SYN-MEAN-INSTANCE-AREA_UM2=6.48
SYNTH_CELL_TYPES=33
TOOL_WARNINGS=33
NUM_VIAS=1973
INITIAL_UTIL_PCT=15.8
POWER-PER-CELL-AREA_mW_PER_MM2=35.6
TIMING.CRITICAL_PATH.ARRIVAL_NS=4.83
NCLKBUFFERS=0
DRV.MAX_CAP_VIOLATION_COUNT=0
GRT_PASS1_WL_MM=10.3
POWER_SWITCHING_W=0.0000297
COMMON_CELLS='nand2_1 (25), nor2_1 (17), mux2_2 (16), nand3_1 (14)'
FLOORPLAN_ROW_COUNT=32
GRT_MAX_DEGREE=33
ANTENNA_CELLS=0
CTS_POST_SETUP_BUFFERS_INSERTED=0
CORE_MM2=0.00781
SYNTH-AREA-YOSYS_MM2=0.00123
FMAXACHIEVABLE_MHz=146
POWER_W=0.0000938
FIRST_GLOBAL_VIAS=1951
TOP_CELL_AREA_SHARE_PCT=14.6
IO_BUFFERS=130
VIA_PER_INST=4.75
PERIOD_MINUS_SLACK_NS=6.87
SETUP_REPAIR_AFTER_GLOBAL_ROUTING_MISSED_ITS_MARGIN='false'
GLOBAL_ROUTE.OVERFLOW_TOTAL=0
HEIGHT_OF_THE_CHIP_UM=110
SWITCHING_SHARE_PCT=31.7
DIE.SIZE.X_UM=110
SYNTHESIS.YOSYS.WARNINGS=2
FINAL_LAYOUT_SIZE_SUFFIX_GT1_SHARE_PCT=7.67
FIN_WORST_HOLD_SLACK_NS=5.00
RESULT_OF_THE_RUN='finished, final reports clean'
FINALSETUPTNS_NS=0
SYNTH_CELLS=190
FIN_UTIL_PCT=33.8
DETAILEDROUTE.FIRSTITERATIONVIOLATIONS=104
ANT_NETS=0
AREA_DELTA_SYNTH_FINAL_PCT=114
SEQUENTIAL_CELL_AREA_UM2=0
POWER_REPORT.INTERNAL_TOTAL_W=0.0000641
CRIT_FANOUT=9
HOLD_VIOLATIONS=0
YS_CELLS=190
FINALCRITPERIODSHARE_PCT=67.4
HOLD_PATH_DEPTH=4
PLACE.DETAILED.HPWL_MM=6.00
SEQPWRFRAC_PCT=0
P_CLK_SHARE_PCT=0
SYNTH.AREA.TOP_CELLS='mux2_2 (15%), xnor2_1 (7.8%), nand2_1 (7.6%)'
DRT_FIRST_PASS_ITERS=5
CRITICAL_PATH_CLASS='in2out'
SYNTH_DOMINANT_CELL_COUNT='nand2_1'
ROUTEDWLPERCELL_UM=16.7
DPL.CELL_COUNT=415
MAPPEDNETLISTAREA_MM2=0.00123
WORSTHOLDPATHTYPE='in2out'
TOTAL_ROUTED_WIRELENGTH_MM=6.91
POWER_LEAKAGE_nW=0.922
DRC_ERRORS=0
SHARE_COMB_OF_TOTAL_POWER_PCT=100.0
GRT_UTIL_ALL_LAYERS_PCT=10.6
SLEW_HEADROOM_PCT=55.6
REPORT.FINAL.SLEW_VIOL_COUNT=0
CTS_RESIZED=0
REGISTER_SHARE_AFTER_SYNTHESIS_PCT=0
FINAL_SETUP_FAILS=0
STDCELL_COUNT=415
NFLOPSANDLATCHES=0
IRDROPWORSTVDD_mV=0.0158
layout by cell type (no fill, tap or decap), types with 3 or more instances in the layout:
cell type / count
o21ai_0: 3
xnor2_1: 11
nand3_1: 14
clkdlybuf4s50_1: 130
mux2_2: 16
o31ai_1: 7
a31oi_1: 11
inv_1: 9
nor3_1: 4
xor2_1: 7
or4_1: 7
or2_2: 3
nand4_1: 9
nand4b_1: 3
nor4_1: 11
nand2_1: 25
ha_1: 3
nor2_1: 17
path summary, 6_finish.rpt:
| kind | endpoint | startpoint | slack [ns] |
|---|---|---|---|
| worst min-delay path | Ins_address[31] | adr_branch[31] | 5.00 |
| worst max-delay path | Ins_address[29] | Add_in[3] | 3.33 |
layer usage:
metal	GRT usage [%]	wire length, um
met5	0	0
met2	17.4	3120
met1	13.0	2770
met4	0.279	26
met3	4.94	1000
power groups by stage:
stage	registers [W]	logic (W)	clock network, W
4_1_cts	0	0.0000956	0
5_1_grt	0	0.000103	0
6_report	0	0.0000938	0
kinds of logic (layout without fill, tap and decap cells):
logic type | count (synthesis) | after routing | synth area share [%]
xor gates and xnor gates | 18 | 18 | 12.8
and+or+nand+nor | 106 | 106 | 47.2
buffers and inverters | 18 | 141 | 5.69
muxes | 16 | 16 | 14.6
AOI/OAI and AO/OA | 29 | 29 | 16.7
adders and majority gates | 3 | 3 | 3.05
area by class of cell:
class,instances,area (um2)
Multi-Input combinational cell,172,1160
Timing Repair Buffer,132,1320
Inverter,9,33.8
Fill cell,835,5170
Tap cell,102,128
critical path, cell delays in order:
cell and delay [ns]:
clkdlybuf4s50_1 0.59, nand4_2 0.22, or4_1 0.75, or4_1 0.56, a31oi_1 0.18, clkdlybuf4s50_1 0.49
through the flow:
stage | cell area [um2] | setup WS, ns
2_1_floorplan | 1230 | 4.55
3_3_place_gp | 2640 | 3.37
3_5_place_dp | 2640 | 3.34
4_1_cts | 2640 | 3.33
5_1_grt | 2640 | 3.15
6_report | 2640 | 3.33
Power figures rest on the tool's default switching activity, not on a simulated workload.
