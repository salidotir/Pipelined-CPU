`flow/config.mk`:
```
export PLATFORM = sky130hd
export DESIGN_NAME = decode_to_execute_pipe_register
export DESIGN_NICKNAME = decode_to_execute_pipe_register
export VERILOG_FILES = /design/flow/design.v
export SDC_FILE = /design/flow/constraint.sdc
export NUM_CORES = 4
export LEC_CHECK = 1
export CORE_AREA = 10 10 163 163
export DIE_AREA = 0 0 173 173
```
`flow/constraint.sdc`:
```
current_design decode_to_execute_pipe_register

set clk_period 1.0
set clk_io_pct 0.2

create_clock -name clk0 -period $clk_period [get_ports {clk}]

set non_clock_inputs [all_inputs -no_clocks]
set_input_delay [expr $clk_period * $clk_io_pct] -clock clk0 $non_clock_inputs
set_output_delay [expr $clk_period * $clk_io_pct] -clock clk0 [all_outputs]
```
`flow/design.v`:
```
`timescale 1ns / 1ps
module decode_to_execute_pipe_register(
	input clk, reset,
	input RegDstIn, ALUSrcIn, MemtoRegIn, RegWriteIn, MemReadIn, MemWriteIn, BranchIn, ALUOp1In, ALUOp0In,
	output reg RegDstOut, ALUSrcOut, MemtoRegOut, RegWriteOut, MemReadOut, MemWriteOut, BranchOut, ALUOp1Out, ALUOp0Out,
	input [31:0] npc, readdat1, readdat2, signext_out,
	input [4:0] instr_2016, instr_1511,
	output reg [31:0] npcout, rdata1out, rdata2out, s_extendout,
	output reg [4:0] instrout_2016, instrout_1511);
	always @(posedge clk)
	begin
		if(reset == 1)
		begin
			RegDstOut <= 0;
			ALUSrcOut <= 0;
			MemtoRegOut <= 0;
			RegWriteOut <= 0;
			MemReadOut <= 0;
			MemWriteOut <= 0;
			BranchOut <= 0;
			ALUOp1Out <= 0;
			ALUOp0Out <= 0;
			npcout <= 0;
			rdata1out <= 0;
			rdata2out <= 0;
			s_extendout <= 0;
			instrout_2016 <= 0;
			instrout_1511 <= 0;
		end
		else
		begin
			RegDstOut <= RegDstIn;
			ALUSrcOut <= ALUSrcIn;
			MemtoRegOut <= MemtoRegIn;
			RegWriteOut <= RegWriteIn;
			MemReadOut <= MemReadIn;
			MemWriteOut <= MemWriteIn;
			BranchOut <= BranchIn;
			ALUOp1Out <= ALUOp1In;
			ALUOp0Out <= ALUOp0In;
			npcout <= npc;
			rdata1out <= readdat1;
			rdata2out <= readdat2;
			s_extendout <= signext_out;
			instrout_2016 <= instr_2016;
			instrout_1511 <= instr_1511;
		end
	end
endmodule
```
`flow/run.sh`:
```
#!/bin/bash
# OpenROAD 26Q1-2900-gdf79404cd8, Yosys 0.63+post, stock flow scripts
make -C /OpenROAD-flow-scripts/flow DESIGN_CONFIG=/design/flow/config.mk WORK_HOME=/design/flow/orfs finish
```
==> results.txt <==
yosys + openroad results -> total power=approximately 14 mW, max frequency=~960 MHz, total CTS buffers=17, largest net degree at the start of global routing=49, final instance count without filler cells=roughly 940, layout cells sized above 1=between 30 and 40%, Final WS setup=-0.0466 ns, WL met1=5810 um, crit path DRT=roughly 0.8 ns, CP Max Fanout=1, global route total overflow=0, post-synthesis sequential area ratio=approximately three quarters, Yosys Chip Area=3950 um^2, Mean Syn Cell Area=12.7 um^2, Registers, synthesis=approximately 150, Crit. End Element=output port, fin. max-slew vios=0, post-route ant nets=0, htree depth=4, CTS tree=done, cts hold-fix bufs=0, Finished Core Util=about a third, DR top layer=met4, leakage=3.17 nW, first-pass GRT wire length=between 20000 and 25000 um, Worst Path Buf+Inv=1, Chip Area=29900 um^2, failing checks=negative setup slack, # fillers=around 2400, max-cap viol count=0, final WL=about 14000 um, Hold WC Path Type=primary input to flip-flop, via/cell ratio=~3.3, CP peak stage delay=approximately 0.32 ns, Cell variety after synth=4, core area=22800 um^2, clk sinks=around 150, Logic area=between 900 and 1000 um^2, worst vdd ir=0.000914 V, vias post-DR=3096, Final HPWL DP=11100 um, FP Rows=between 50 and 60, RSZ-0062 raised after global routing=true, die height=173 um, clock-pin slew on the worst setup and hold paths=approximately 0.070 ns, post-synthesis instance total=~310, met3 wire length=a little under 2000 um, startpoint types=flip-flop, drt wl/cell=about 15 um, setup violators final=~140, most instantiated logic cells after routing=nor2b_1 (147), clkdlybuf4s50_1 (147), buf_2 (142), dfxtp_1 (123), dfxtp_2 (24), Placer Congestion=0.784, CTS max path bufs=2, floorplan core density=~17%, yosys cell count=between 300 and 400, die extent in x=around 170 um, critical path, cell by cell=buf_6, Synth Cell Area=3950 um^2, DR iter-0 viols=105, OpenROAD warnings=27, run status=finished with violations, Sequential cell area=2970 um^2, placed cells=907, gr usage total=9.12%, IO Port Bufs=approximately 300, final worst path period share=105%, minimum clock period=1.05 ns, Least-Margin Pin Slew=0.220 ns, slowest CP cell=dfxtp_2, router iterations before antenna repair=3, Worst slew margin=a little under nine tenths, final hold viol count=0, antenna violations before repair=0, Ys Warns=1, I/O pins=around 300, CTS root buffer=clkbuf_16, vias in the first global route=3168, Fin Hold WS=between 0.2 and 0.25 ns, Antenna Cells=0, Power Density=between 1500 and 2000 nW/um^2, Crit path arrival time=approximately 0.85 ns, CP top delay family=flip-flops, met2 wire len=around 6100 um, Worst Setup Path Type=flip-flop to output port, Area Growth Syn to Fin=82.8%, DR DRC count=0
## power by group
part           internal (mW)  total [mW]  switching (mW)
Sequential              6.18        6.24          0.0641
Combinational          0.875        1.18           0.309
Clock                   4.04        6.62            2.58
## final timing paths
check                      end         start  cells after the start
setup / recovery  rdata1out[3]  rdata1out[3]                      1
hold / removal     MemtoRegOut         reset                      3
## logic make-up after synthesis
logic type	count (synthesis)	share of synthesized area, %
AND/OR/NAND/NOR	147	23.3
buffers and inverters	16	2.22
flip-flops	147	74.5
## synthesized netlist by cell type (all sizes together)
cell type / count / share of area [%]
buf: 16 / 2.2
nor2b: 147 / 23
dfxtp: 147 / 75
## metrics by stage
step / area [um^2] / setup slack, ns / TNS [ns]
finish: 7220 / -0.0466 / -1.80
global route: 7220 / -0.104 / -10.15
CTS: 7190 / -0.0787 / -6.37
detailed placement: 7280 / -0.0578 / -0.155
global placement: 7280 / -0.0586 / -0.145
floorplan: 3950 / 0.314 / 0
## final cells by class
type / instances / share of cell area (%)
clock buffer: 19 / 6.13
clock inverter: 13 / 2.39
multi-input combinational: 147 / 12.7
sequential: 147 / 41.2
tap: 313 / 5.42
timing repair buffer: 300 / 32.1
## registers in the layout, indices dropped and copies added (netlist names), 5 cells and up
register       cells
rdata2out         32
rdata1out         32
instrout_1511      5
instrout_2016      5
s_extendout       32
npcout            32
## routing by layer
| metal | track usage (%) | up-vias |
|---|---|---|
| met3 | 5.97 | 5 |
| li1 | - | 1538 |
| met1 | 11.1 | 1358 |
| met5 | 0 | - |
| met4 | 1.01 | 0 |
| met2 | 13.7 | 195 |
## timing repair
item	in CTS	in global routing
buffers inserted	0	0
setup endpoints to repair	147	147
gates resized	493	13
No activity file was given, so power comes from the tool's default toggle rates.
