--- flow/config.mk ---
export PLATFORM = sky130hd
export DESIGN_NAME = execute
export DESIGN_NICKNAME = execute
export VERILOG_FILES = /design/flow/design.v
export SDC_FILE = /design/flow/constraint.sdc
export NUM_CORES = 4
export LEC_CHECK = 1
export CORE_UTILIZATION = 40
--- flow/constraint.sdc ---
current_design execute

set clk_period 30.7
set clk_io_pct 0.2

create_clock -name clk0 -period $clk_period

set non_clock_inputs [all_inputs -no_clocks]
set_input_delay [expr $clk_period * $clk_io_pct] -clock clk0 $non_clock_inputs
set_output_delay [expr $clk_period * $clk_io_pct] -clock clk0 [all_outputs]
--- flow/design.v ---
`timescale 1ns / 1ps
module adder(
	input [31:0] inp1, inp2,
	output [31:0] out
	);
	assign out = inp1 + inp2;
endmodule
`timescale 1ns / 1ps
module alu(
	input [31:0] A,
	input [31:0] B,
	input [2:0] control,
	output reg zero,
	output reg [31:0] result
	 );
	always@(*)
	begin
		case(control)
			3'b000:	 
				result <= A & B;
			3'b001:	 
				result <= A & B;
			3'b010:	 
				result <= A + B;
			3'b110:	 
				result <= A - B;
			3'b111:	 
			begin
				if(A<B)
					result <= 1;
				else
					result <= 0;
			end	
		endcase 
	if(result == 0)
		zero <= 1;
	else
		zero <= 0;
	end
endmodule
`timescale 1ns / 1ps
module alu_control(
	input ALUOp1,
	input ALUOp0,
	input [5:0] funct,
	output reg [2:0] control
    );
	 wire [1:0] ALUOp = {ALUOp1, ALUOp0};
	 always@(*)
	 begin
		case(ALUOp)
			2'b00:
				control <= 3'b010;
			2'b01:
				control <= 3'b110;
			2'b10:
				case(funct)
					6'b100000:		 
						control <= 3'b010;
					6'b100010:		 
						control <= 3'b110;
					6'b100100:		 
						control <= 3'b000;
					6'b100101:		 
						control <= 3'b001;
					6'b101010:		 
						control <= 3'b111;
				endcase
		endcase
	 end
endmodule
`timescale 1ns / 1ps
module execute(
	input clk, reset,
	input RegDstOut, ALUSrcOut, MemtoRegOut, RegWriteOut, MemReadOut, MemWriteOut, BranchOut, ALUOp1Out, ALUOp0Out,
	input [31:0] npcout, rdata1out, rdata2out, s_extendout,
	input [4:0] instrout_2016, instrout_1511,
	output [1:0] ctlwb_out,
	output [2:0] ctlm_out,
	output [31:0] readdat2,
	output [31:0] adder_out,
	output aluzero,
	output [31:0] aluout,
	output [4:0] muxout
    );
	wire [31:0] shift_out;
	shift_left_2 shift_left_2_instance (
		 .in(s_extendout), 
		 .out(shift_out)
		 );
	adder adder_instance_exe (
		 .inp1(npcout), 
		 .inp2(shift_out), 
		 .out(adder_out)
		 );
	wire [31:0] mux2_1_out_32_bit;
	mux2_1 mux2_1_instance (
		 .sel(ALUSrcOut), 
		 .a(rdata2out), 
		 .b(s_extendout), 
		 .out(mux2_1_out_32_bit)
		 );
	wire [2:0] control;
	alu alu_instance (
		 .A(rdata1out), 
		 .B(mux2_1_out_32_bit), 
		 .control(control), 
		 .zero(aluzero), 
		 .result(aluout)
		 );
	alu_control alu_control_instance (
		 .ALUOp1(ALUOp1Out), 
		 .ALUOp0(ALUOp0Out), 
		 .funct(s_extendout[5:0]), 
		 .control(control)
		 );
	mux_2_1_5_bit mux_2_1_5_bit_instance (
		 .sel(RegDstOut), 
		 .a(instrout_2016), 
		 .b(instrout_1511), 
		 .out(muxout)
		 );
	assign ctlwb_out = {RegWriteOut, MemtoRegOut};
	assign ctlm_out = {BranchOut, MemReadOut, MemWriteOut};		 
	assign readdat2 = rdata2out;
endmodule
`timescale 1ns / 1ps
module mux2_1(sel , a, b, out);
	input sel;
	input [31:0]  a, b;
	output reg [31:0] out;
	always @(sel, a, b)
	begin
		if(sel == 0)
			out <= a;			 
		else
			out <= b;
	end
endmodule
`timescale 1ns / 1ps
module mux_2_1_5_bit(sel, a, b, out);
	input sel;
	input [4:0]  a, b;
	output reg [4:0] out;
	always @(sel, a, b)
	begin
		if(sel == 0)
			out <= a;			 
		else
			out <= b;
	end
endmodule
`timescale 1ns / 1ps
module shift_left_2(in, out);
	input [31:0] in;
	output [31:0] out;
	assign out = in << 2;
endmodule
--- flow/run.sh ---
#!/bin/bash
# OpenROAD 26Q1-2900-gdf79404cd8, Yosys 0.63+post, stock flow scripts
make -C /OpenROAD-flow-scripts/flow DESIGN_CONFIG=/design/flow/config.mk WORK_HOME=/design/flow/orfs finish
==> flow_summary.yaml <==
# yosys + openroad results
setup_path:
  arrival_ns: 9.70
  cp_cell_sequence: "clkdlybuf4s50_1, ha_1, a21oi_1, o211ai_1, a221oi_1, a31oi_1, nor2_1, nor2_1, a211oi_1, o21ai_0, xor2_1, clkdlybuf4s50_1"
  cp_max_fo: 5
  critPathCaptureType: "output port"
  critPathRequiredTime_ns: 24.56
  startpoint_type: "input pin"
  cp_slowest_cell: "a221oi_1"
  slowest_delay_ns: 0.50
  setup.worst_path.class: "in -> out"
pwr:
  total_power_mw: 0.1912
  max-vdd-ir-drop_uv: 10.56
  power_density_nw_per_um2: 20.66
  p_switching_mw: 0.09553
  internal_power_mw: 0.09565
  p_leak_nw: 4.025
  comb_power_share_pct: 98.1
  p_sw_share_pct: 49.97
  seqPwrFrac_pct: 1.9
  p_clk_share_pct: 0
sta:
  hold_viol_final: 0
  fin_crit_sh_pct: 51.58
  fin_crit_ns: 15.84
  worst_slew_pin_slew_ns: 0.6679
  finalMaxSlewViolations: 0
  unclocked_regs: 35
  tns_ns: 0
  fin_ws_ns: 14.86
  rsz0062_at_grt: "false"
  setup_viol: 0
  fmax_mhz: 63.15
  relSlewSlack_pct: 54.88
  untimed_endpoints: 68
synth:
  top_cell: "ha_1"
  ys_area_um2: 6989
  synthArstFlopShare_pct: 0
  synthTopCellsByArea: "ha_1, dlxtn_1, a21oi_1, mux2i_1, xnor2_1"
  largest_area_cell: "ha_1"
  syn_area_um2: 6989
  synth_cell_types: 74
  syn_inst: 982
  yosysTopAreaCellShare_pct: 17.72
  synth_area_per_cell_um2: 7.117
  yosysWarnings: 4
  ys_ff: 35
  yosys-top-cells-count: "ha_1, a21oi_1, nor2_1, inv_1"
  flop_cell: "dlxtn_1"
  ys_cells: 982
  edf_count: 0
global_routing:
  grt_pass1_vias: 7307
  antenna_found_initial: 0
  grt_usage_pct: 26.18
  grt_first_pass_wirelength_mm: 37.79
  overflow: 0
  grt_max_degree: 33
detailed_routing:
  route.detailed.drc: 0
  vias: 7754
  wl_mm: 23.38
  drtIter0Drc: 493
  routedWlPerCell_um: 17.10
  vias_per_cell: 5.672
  antenna_cells: 0
  first_pass_iters: 5
  detail-route-antenna-nets: 0
job:
  warnings: 71
  drv_cap: 0
finish:
  area_growth_pct: 32.42
  logic_area_um2: 5727
  nFillCells: 1703
  register_area_um2: 525.5
  drive_above_1_share_pct: 3.226
clock_network:
  cts_hold_buf: 0
  cts_setup_buffers: 0
  cts_resized: 0
placement:
  gp_congestion: 0.9394
  pre_cts_ws_ns: 14.79
  dpl.hpwl_mm: 19.36
  io_buffers: 240
floorplan:
  die_w_um: 134.2
  rows: 47
  chip_area_um2: 18010
  floorplan.core_util_pct: 41.56
  die_h_um: 134.2
  io_pins: 256
  core_area_um2: 16820
hold_path:
  min_path_type: "in -> out"
  hold_depth: 0
outcome:
  status: "finished, final reports clean"
-- area by class of cell --
cell class	count	share of cell area, %
Multi-Input combinational cell	791	61.88
Timing Repair Buffer	247	26.47
Sequential cell	35	5.678
Inverter	74	3.001
Tap cell	220	2.974
-- kinds of logic (layout without fill, tap and decap cells) --
group | after synthesis | count (layout) | share of synthesized area, %
latches | 35 | 35 | 7.519
adder cells (fa/ha/maj) | 102 | 102 | 18.58
AND-OR/OR-AND | 350 | 350 | 34.44
XOR/XNOR | 49 | 49 | 6.140
multiplexers | 41 | 41 | 5.979
buffers and inverters | 156 | 321 | 10.62
AND/OR/NAND/NOR | 249 | 249 | 16.72
-- final timing paths --
path / from / end / slack, ns
worst max-delay path: s_extendout[6] / adder_out[24] / 14.86
worst min-delay path: npcout[0] / adder_out[0] / 12.28
-- routing by layer --
metal / GRT usage (%) / vias to the layer above / wire [um]
met1: 41.57 / 3534 / 11710
met3: 3.009 / 21 / 1746
met2: 39.23 / 290 / 9722
met4: 2.497 / 0 / 199
met5: 0 / - / 0
li1: - / 3909 / -
-- per-stage QoR --
| step | instance area, um^2 | cells | util [%] | hold WS [ns] |
|---|---|---|---|---|
| global placement | 9255 | 1367 | 55.03 | 12.28 |
| detailed placement | 9255 | 1367 | 55.03 | 12.28 |
| floorplan | 6989 | 982 | - | 12.35 |
| global route | 9255 | 1367 | 55.03 | 12.28 |
| CTS | 9255 | 1367 | 55.03 | 12.28 |
| finish | 9255 | 1367 | 55.03 | 12.28 |
-- placed cells by master (no fill, tap or decap), types with 20 or more instances in the layout --
cell type,synthesis,layout
dlxtn_1,35,35
nor2_1,84,84
inv_1,71,71
nand2_1,57,57
a21o_1,29,29
xnor2_1,37,37
a21oi_1,98,98
nand3_1,20,20
o21ai_0,57,57
ha_1,99,99
clkdlybuf4s50_1,0,239
mux2i_1,35,35
-- power by group through the flow --
| stage | combinational [mW] | clock, mW | sequential, mW |
|---|---|---|---|
| CTS | 0.186 | 0 | 0.00364 |
| global route | 0.207 | 0 | 0.00370 |
| finish | 0.188 | 0 | 0.00363 |
-- state kept, by name, summed over array words and instances, names as in the netlist --
signal	count
alu_control_instance.control	3
alu_instance.result	32
-- critical path, delay by kind of cell --
| family | cells | cell delay, ns |
|---|---|---|
| fa+ha+maj | 1 | 0.35 |
| buf+inv | 2 | 0.94 |
| xor+xnor | 1 | 0.15 |
| simple gates | 2 | 0.26 |
| compound gates | 6 | 1.86 |
No activity file was given, so power comes from the tool's default toggle rates.
